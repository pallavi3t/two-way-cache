<file path="./design.v">
package pcmux;
typedef enum bit [1:0] {
    pc_plus4  = 2'b00
    ,alu_out  = 2'b01
    ,alu_mod2 = 2'b10
} pcmux_sel_t;
endpackage
package marmux;
typedef enum bit {
    pc_out = 1'b0
    ,alu_out = 1'b1
} marmux_sel_t;
endpackage
package cmpmux;
typedef enum bit {
    rs2_out = 1'b0
    ,i_imm = 1'b1
} cmpmux_sel_t;
endpackage
package alumux;
typedef enum bit {
    rs1_out = 1'b0
    ,pc_out = 1'b1
} alumux1_sel_t;
typedef enum bit [2:0] {
    i_imm    = 3'b000
    ,u_imm   = 3'b001
    ,b_imm   = 3'b010
    ,s_imm   = 3'b011
    ,j_imm   = 3'b100
    ,rs2_out = 3'b101
} alumux2_sel_t;
endpackage
package regfilemux;
typedef enum bit [3:0] {
    alu_out   = 4'b0000
    ,br_en    = 4'b0001
    ,u_imm    = 4'b0010
    ,lw       = 4'b0011
    ,pc_plus4 = 4'b0100
    ,lb        = 4'b0101
    ,lbu       = 4'b0110   
    ,lh        = 4'b0111
    ,lhu       = 4'b1000   
} regfilemux_sel_t;
endpackage
module register #(parameter width = 32)
(
    input clk,
    input rst,
    input load,
    input [width-1:0] in,
    output logic [width-1:0] out
);
logic [width-1:0] data = 1'b0;
always_ff @(posedge clk)
begin
    if (rst)
    begin
        data <= '0;
    end
    else if (load)
    begin
        data <= in;
    end
    else
    begin
        data <= data;
    end
end
always_comb
begin
    out = data;
end
endmodule : register
</file>
<file path="./run.sh">
#!/bin/bash
# OpenROAD 26Q1-2900-gdf79404cd8, Yosys 0.63+post, stock flow scripts
make -C /OpenROAD-flow-scripts/flow DESIGN_CONFIG=/design/flow/config.mk WORK_HOME=/design/flow/orfs finish
</file>
<file path="./config.mk">
export PLATFORM = sky130hd
export DESIGN_NAME = register
export DESIGN_NICKNAME = register
export VERILOG_FILES = /design/flow/design.v
export SDC_FILE = /design/flow/constraint.sdc
export NUM_CORES = 4
export LEC_CHECK = 1
export CORE_UTILIZATION = 30
</file>
<file path="./constraint.sdc">
current_design register

set clk_period 1.1
set clk_io_pct 0.2

create_clock -name clk0 -period $clk_period [get_ports {clk}]

set non_clock_inputs [all_inputs -no_clocks]
set_input_delay [expr $clk_period * $clk_io_pct] -clock clk0 $non_clock_inputs
set_output_delay [expr $clk_period * $clk_io_pct] -clock clk0 [all_outputs]
</file>
==> run notes <==
flow finished, numbers: CP max stage delay=between 0.3 and 0.4 ns, Cell Type Count=6, pwr/cell area=~1300 mW/mm^2, Routed WL per cell=around 11 um, Psw=between 0.5 and 0.6 mW, Post-Layout Cell Count=221, crit path from=data[20], post-DP HPWL=1710 um, clock sink count=32, Vias=between 900 and 1000, MaxCap Viol Count=0, Worst Hold Class=primary input to register, placed cell count=roughly 210, Pwr Total=2.52 mW, Sequential Power Share=50.5%, Max Buffers Root-to-Sink=2, IO Count=about 67, number of inserted diodes=0, Sw Ratio=between 20 and 25%, Mapped Area=~0.0012 mm^2, Slowest cell on crit path=dfxtp_2, Die Span Y=64.3 um, CP Class=register to output pin, P_leak=between 0.9 and 1 nW, share of layout cells above drive strength 1=around a quarter, Worst Path Arrival=around 0.83 ns, max-slew violation count=0, Area Growth Syn to Fin=67.3%, fp_density=31.5%, Largest register FFs=32, CP Capture Type=output pin, Required @ worst endpoint=around 0.88 ns, post-route clock period utilization=95.7%, width of the die=64.3 um, VDD IR max=between 0.0006 and 0.0007 V, Logic pwr share=14.3%, Slew headroom=about nine tenths, Vias/cell=between 4 and 5, largest registers=data: 32 flops, total global-route track usage=about an eighth, crit-path max FO=2, root buffer cell=clkbuf_8, number of cells in Yosys stat=103, Peak Freq=0.950 GHz, initial antenna violation count=0, buffer and inverter count on the worst path=1, first-pass GRT wire length=around 4000 um, Commonest Layout Cell=clkdlybuf4s50_1, Detailed Route Iter0 Violations=21, Top Layout Cells=clkdlybuf4s50_1, mux2i_1, nor2_1, dfxtp_2, dlygate4sd2_1, DR pass1 iterations=4, port bufs=around 66, gr ovfl total=0, Hold Vio Cnt, Final=0, CTS tree=done, area figure in the yosys stat output=~0.0012 mm^2, Clock Skew=0 ns, crit path time final=1.05 ns, clock slew at reported path FFs=roughly 0.060 ns, Gate Count Post-Synth=103, Worst-Margin Slew=approximately 0.16 ns, drc violations=0, Final GP Congestion=around 0.69, worst slack, placed=-0.0104 ns, worst hold start=load, crit-path cells=dlygate4sd2_1, status=finished clean, num rows=22, Internal=2.00 mW, Final ANT Viol Nets=0, sequential element share of the synthesized area=between 50% and 60%, RSZ-0062 raised after global routing=false, core area=~0.0037 mm^2, CTS H-tree lvls=2, Post-Syn Area per Cell=between 10 and 15 um^2, clock share of power=a little over a third, most flop-heavy register=data, tool warning count=25, worst r2r src=data[16], Setup WS post-layout=between 0.04 and 0.05 ns, Post-synth regs=32, Yosys Warn Count=1, die area=0.00413 mm^2, detailed-route wire length=between 2000 and 2500 um, Num CTS Buffers=5, Setup Buffers After CTS=0, Critical Path Start Type=register, vias in the first global route=904, Final setup viols=0, largest net degree at the start of global routing=33, clock latency on the worst-skew pair=0.28 ns, delay-heaviest family, CP=flip-flops
[cells by family (layout without fill, tap and decap cells)]
logic type / Yosys count / count (layout) / share of synthesized area (%)
buffers and inverters: 7 / 77 / 7.10
multiplexers: 32 / 32 / 27.5
AND/OR/NAND/NOR: 32 / 32 / 10.3
flip-flops: 32 / 32 / 55.1
[final timing paths]
check | cells past startpoint | end | slack [ns]
min reg2reg | 2 | data[1] | 0.48
max reg2reg | 2 | data[16] | 0.48
min | 4 | data[14] | 0.43
max | 1 | out[20] | 0.05
[routing by layer]
layer,share of wire (%),vias to the layer above,routed length (um),GRT usage [%]
met5,0,-,0,0
met4,1.6,0,40,2.22
met3,12,5,285,5.62
met2,39,45,963,17.8
met1,47,403,1150,19.9
li1,-,475,-,-
[through the flow]
stage | util, % | instance area [um^2] | setup TNS (ns) | hold slack [ns]
CTS | 52.8 | 1950 | 0 | 0.431
global placement | 50.3 | 1860 | 0 | 0.477
global route | 52.8 | 1950 | 0 | 0.464
finish | 52.8 | 1950 | 0 | 0.435
detailed placement | 50.3 | 1860 | -0.138 | 0.487
floorplan | - | 1160 | 0 | 0.292
[power by group through the flow]
stage	clock network, mW	registers, mW	logic (mW)
4_1_cts	0.919	1.28	0.368
6_report	0.888	1.27	0.362
5_1_grt	0.977	1.28	0.400
[cell type report]
type / instances / area (um^2)
fillers: 341 / 1740
flip-flops and latches: 32 / 681
repair buffers: 69 / 676
multi-input cells: 64 / 440
clock buffers: 8 / 90.1
well taps: 48 / 60.1
[synthesized netlist by cell type, drive strengths merged]
master  number  share of area, %
dfxtp       32                55
clkbuf       3              0.97
nor2        32                10
mux2i       32                28
buf          4               6.1
[timing repair]
action / in CTS / in global routing
setup endpoints to repair: 32 / 0
resized: 64 / 0
hold buffers: 0 / 0
Power is estimated from default activity; no workload was simulated.
