==> flow/design.v <==
package pcmux;
typedef enum bit [1:0] {
    pc_plus4  = 2'b00
    ,alu_out  = 2'b01
    ,alu_mod2 = 2'b10
} pcmux_sel_t;
endpackage
package marmux;
typedef enum bit {
    pc_out = 1'b0
    ,alu_out = 1'b1
} marmux_sel_t;
endpackage
package cmpmux;
typedef enum bit {
    rs2_out = 1'b0
    ,i_imm = 1'b1
} cmpmux_sel_t;
endpackage
package alumux;
typedef enum bit {
    rs1_out = 1'b0
    ,pc_out = 1'b1
} alumux1_sel_t;
typedef enum bit [2:0] {
    i_imm    = 3'b000
    ,u_imm   = 3'b001
    ,b_imm   = 3'b010
    ,s_imm   = 3'b011
    ,j_imm   = 3'b100
    ,rs2_out = 3'b101
} alumux2_sel_t;
endpackage
package regfilemux;
typedef enum bit [3:0] {
    alu_out   = 4'b0000
    ,br_en    = 4'b0001
    ,u_imm    = 4'b0010
    ,lw       = 4'b0011
    ,pc_plus4 = 4'b0100
    ,lb        = 4'b0101
    ,lbu       = 4'b0110   
    ,lh        = 4'b0111
    ,lhu       = 4'b1000   
} regfilemux_sel_t;
endpackage
module cacheline_adaptor
(
    input clk,
    input reset_n,
    input logic [255:0] line_i,
    output logic [255:0] line_o,
    input logic [31:0] address_i,
    input read_i,
    input write_i,
    output logic resp_o,
    input logic [63:0] burst_i,
    output logic [63:0] burst_o,
    output logic [31:0] address_o,
    output logic read_o,
    output logic write_o,
    input resp_i
);
    typedef enum bit [2:0] {IDLE, WAITR, WAITW, R, W, DONE} macro_t;
    struct packed {
        macro_t macro;
        logic [1:0] count;
    } state;
    localparam logic [1:0] maxcount = 2'b11;
    logic [255:0] linebuf;
    logic [31:0] addressbuf;
    assign line_o = linebuf;
    assign address_o = addressbuf;
    assign burst_o = linebuf[64 * state.count +: 64];
    assign read_o = ((state.macro == WAITR) || (state.macro == R));
    assign write_o = ((state.macro == WAITW) || (state.macro == W));
    assign resp_o = state.macro == DONE;
    enum bit [1:0] {READ_OP, WRITE_OP, NO_OP} op;
    assign op = read_i ? READ_OP : write_i ? WRITE_OP : NO_OP;
    always_ff @(posedge clk) begin
        if (~reset_n) begin
            state.macro <= IDLE;
        end
        else begin
            case (state.macro)
            IDLE: begin
                case (op)
                    NO_OP: ;
                    WRITE_OP: begin
                        state.macro <= WAITW;
                        linebuf <= line_i;
                        addressbuf <= address_i;
                        state.count <= 2'b00;
                    end
                    READ_OP: begin
                        state.macro <= WAITR;
                        addressbuf <= address_i;
                    end
                endcase
            end
            WAITR: begin
                if (resp_i) begin
                    state.macro <= R;
                    state.count <= 2'b01;
                    linebuf[63:0] <= burst_i;
                end
            end
            WAITW: begin
                if (resp_i) begin
                    state.macro <= W;
                    state.count <= 2'b01;
                end
            end
            R: begin
                if (state.count == maxcount) begin
                    state.macro <= DONE;
                end
                linebuf[64*state.count +: 64] <= burst_i;
                state.count <= state.count + 2'b01;
            end
            W: begin
                if (state.count == maxcount) begin
                    state.macro <= DONE;
                end
                state.count <= state.count + 2'b01;
            end
            DONE: begin
                state.macro <= IDLE;
            end
            endcase
        end
    end
endmodule : cacheline_adaptor
==> flow/run.sh <==
#!/bin/bash
# OpenROAD 26Q1-2900-gdf79404cd8, Yosys 0.63+post, stock flow scripts
make -C /OpenROAD-flow-scripts/flow DESIGN_CONFIG=/design/flow/config.mk WORK_HOME=/design/flow/orfs finish
==> flow/config.mk <==
export PLATFORM = sky130hd
export DESIGN_NAME = cacheline_adaptor
export DESIGN_NICKNAME = cacheline_adaptor
export VERILOG_FILES = /design/flow/design.v
export SDC_FILE = /design/flow/constraint.sdc
export NUM_CORES = 4
export LEC_CHECK = 1
export CORE_AREA = 10 10 391 391
export DIE_AREA = 0 0 401 401
==> flow/constraint.sdc <==
current_design cacheline_adaptor

set clk_period 15.5
set clk_io_pct 0.2

create_clock -name clk0 -period $clk_period [get_ports {clk}]

set non_clock_inputs [all_inputs -no_clocks]
set_input_delay [expr $clk_period * $clk_io_pct] -clock clk0 $non_clock_inputs
set_output_delay [expr $clk_period * $clk_io_pct] -clock clk0 [all_outputs]
==> flow_summary.json <==
{
  "drc_errors": 0,
  "worst-r2r-cell-count": 9,
  "yosysWarnings": 1,
  "rows": 139,
  "fill_cells": 15800,
  "aoi_share_pct": 16.2,
  "wl_per_cell_um": 25.0,
  "place_ws_ps": 9110,
  "p_switching_mw": 1.33,
  "p_per_area_nw_per_um2": 134,
  "yosysChipArea_um2": 16100,
  "synth_seq_share_pct": 54.6,
  "routed_wl_um": 102000,
  "clock-sinks": 293,
  "cts_hold_buf": 0,
  "synthArstFlopShare_pct": 0,
  "final_antenna_net_count": 0,
  "skew_ps": 40.0,
  "die_area_um2": 161000,
  "grt_max_degree": 78,
  "setup_ws_ps": 9400,
  "hold_start": "linebuf[54]",
  "grt_pass1_wl_um": 139000,
  "drv_cap": 0,
  "required_ps": 12400,
  "antenna_found_initial": 12,
  "edf_count": 290,
  "grt_use_met2_pct": 19.4,
  "clk-insertion-delay-late_ps": 590,
  "post-dp-hpwl_um": 80000,
  "cp_max_fo": 30,
  "cts_buffer_depth": 3,
  "synth_area_um2": 16100,
  "cp.arrival_ps": 3000,
  "grt_pass1_vias": 16100,
  "final.period_utilization_pct": 39.4,
  "power.internal_mw": 2.23,
  "fmax_ghz": 0.164,
  "xor_area_share_pct": 0.0546,
  "ctsResizeCount": 0,
  "tightest_slew_ps": 803,
  "area_delta_synth_final_pct": 65.3,
  "gr-usage-met3_pct": 6.11,
  "fa_ha_area_share_pct": 0.390,
  "globalplace.congestion": 0.948,
  "ys_ff": 293,
  "cts_made_buffers": 37,
  "ys_sh_simple_pct": 16.0,
  "switching_share_pct": 37.2,
  "setup_viol": 0,
  "clk_pin_slew_worst_paths_ps": 60,
  "h-tree-depth": 2,
  "syn_inst": 1506,
  "hold_path.class": "reg2reg",
  "cts_tree": "done",
  "drt_iter0_drc": 956,
  "worst_setup_path_end_kind": "output pin",
  "combPwrFrac_pct": 42.3,
  "ys_types": 37,
  "top_logic_kind": "AND-OR/OR-AND gates",
  "synthMuxAreaShare_pct": 9.17,
  "critPathLaunchType": "flop",
  "vdd_drop_max_mv": 0.0962,
  "grt.busiest_layer": "met2",
  "p_seq_share_pct": 33.4,
  "root_buffer": "clkbuf_16",
  "fp_util_pct": 11.1,
  "whs_endpoint": "linebuf[54]",
  "cts_setup_buffers": 0,
  "min_path_cells": 2,
  "overflow": 0,
  "io_buffers": 711,
  "postSynthAreaPerCell_um2": 10.7,
  "core_um2": 144000,
  "grt_usage_pct": 12.4,
  "power_mw": 3.56,
  "rr_endpoint": "linebuf[218]",
  "critPathKind": "reg2out",
  "viasPerCell": 3.80,
  "flop_cell": "edfxtp_1",
  "ys_cells": 1506,
  "leakage_nw": 8.86,
  "hold_viol": 0,
  "dr.pass1.iters": 5,
  "setup-tns-final_ps": 0,
  "ioPinCount": 712,
  "use_met1_pct": 15.4,
  "drv_slew": 0,
  "slew_headroom_pct": 46.5,
  "final_core_util_pct": 18.4,
  "layout-drive-gt1-share_pct": 7.58,
  "die_w_um": 401,
  "status": "finished clean",
  "clkPwrFrac_pct": 24.3,
  "crit-reg2reg-launch": "state[4]",
  "vias": 15600,
  "reg2reg_slack_ps": 10940,
  "tool_warnings": 29,
  "rsz0062_at_grt": "no",
  "die_h_um": 401,
  "period_minus_slack_ps": 6100
}
worst max-delay path by stage:
stage	to	from	slack (ps)
6_report	burst_o[35]	state[0]	9400
5_1_grt	burst_o[35]	state[0]	9210
4_1_cts	burst_o[35]	state[0]	9270
synth_stat cells (5+ instances only):
master / n / area share (%)
edfxtp_1: 290 / 54
buf_1: 11 / 0.26
mux4_2: 64 / 9.0
clkbuf_1: 75 / 1.8
ha_1: 5 / 0.39
o21ai_1: 14 / 0.44
nor2_1: 134 / 3.1
buf_2: 36 / 1.1
a21oi_1: 194 / 6.0
nand2_1: 201 / 4.7
o21ai_0: 180 / 5.6
nor2b_1: 198 / 7.7
a221oi_1: 64 / 3.5
buf_4: 5 / 0.23
state kept, by name (all words and copies together) (netlist names):
signal	flops
addressbuf	32
state	5
linebuf	256
through the flow:
stage	cell area (um2)	hold WS [ps]	cells
floorplan	16100	570	1506
global placement	25400	627	4025
detailed placement	25400	636	4025
CTS	26500	653	4093
global route	26500	689	4093
finish	26500	654	4100
metal layers:
| layer | vias to the layer above | wire [um] |
|---|---|---|
| li1 | 6879 | - |
| met1 | 7645 | 40200 |
| met2 | 934 | 46400 |
| met3 | 128 | 12500 |
| met4 | 12 | 3100 |
| met5 | - | 83 |
power groups by stage:
stage	Sequential (mW)	Clock [mW]	Combinational, mW
CTS	1.19	0.901	1.55
global route	1.20	0.921	1.65
finish	1.19	0.866	1.50
logic make-up after synthesis:
logic type / Yosys count
buffers and inverters: 133
and+or+nand+nor: 544
muxes: 67
xor gates and xnor gates: 1
DFF: 293
AOI/OAI and AO/OA: 463
adders and majority gates: 5
area by class of cell:
cell class                 instances  area [um2]  area share, %
clock inverter                    23         169          0.636
multi-input combinational       1080        6820           25.7
sequential                       293        8770           33.0
clock buffer                      45         998           3.76
antenna                            7        17.5         0.0660
inverter                           5        21.3         0.0801
timing repair buffer             744        7360           27.7
tap                             1903        2380           8.97
worst max-delay path: stages, from the launching register on:
cell,delay (ps)
edfxtp_1,320
buf_4,320
buf_4,560
mux4_2,580
clkdlybuf4s50_1,500
cell usage in the layout, fill, tap and decap left out, types with 10 or more instances in the layout:
master	n
clkdlybuf4s50_1	711
edfxtp_1	290
nand2_1	199
nor2b_1	197
a21oi_1	192
o21ai_0	180
nor2_1	134
mux4_2	64
a221oi_1	64
clkbuf_16	39
buf_4	33
o21ai_1	14
clkinv_1	10
Power and IR drop assume default switching activity.
